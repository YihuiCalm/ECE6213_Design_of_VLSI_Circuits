`./run.sh`:
```
#!/bin/bash
# OpenROAD 26Q1-2900-gdf79404cd8, Yosys 0.63+post, stock flow scripts
make -C /OpenROAD-flow-scripts/flow DESIGN_CONFIG=/design/flow/config.mk WORK_HOME=/design/flow/orfs finish
```
`./design.v`:
```
`timescale 1ns / 1ps
module elevator_button(
    input wire clk,
    input wire rst_n,
    input wire button_pressed,
    input wire clear,		       
    output reg button_out
    );
   reg	       button_out_next;
    always @(posedge clk or negedge rst_n)
    begin
        if (rst_n == 1'b0) begin
	   button_out <= 1'b0;
        end else begin
           button_out <= button_out_next; 
        end   
    end
    always @(*)
      begin
	 button_out_next = button_out;
	 if ( clear == 1'b1 ) begin
	    button_out_next = 1'b0;
	 end else if (button_pressed == 1'b1) begin
	    button_out_next = 1'b1;
	 end
      end 
endmodule
`timescale 1ns / 1ps
module elevator_controller (
  input clk,
  input rstn,
  input floor_1_up_button,
  input floor_2_up_button,
  input floor_2_down_button,
  input floor_3_down_button,
  input elevator_floor_1_button,
  input elevator_floor_2_button,
  input elevator_floor_3_button,
  output reg floor_1 = 1'b1,
  output reg floor_2 = 1'b0,
  output reg floor_3 = 1'b0,
  output reg elevator_door_open = 1'b0,
  output reg floor_1_up_button_clear = 1'b0,
  output reg floor_2_up_button_clear = 1'b0,
  output reg floor_2_down_button_clear = 1'b0,
  output reg floor_3_down_button_clear = 1'b0,
  output reg elevator_floor_1_button_clear = 1'b0,
  output reg elevator_floor_2_button_clear = 1'b0,
  output reg elevator_floor_3_button_clear = 1'b0
);
  parameter wait_at_floor_1 = 10'b0000000001;
  parameter open_door_at_floor_1 = 10'b0000000010;
  parameter moving_1_to_2 = 10'b0000000100;
  parameter moving_2_to_1 = 10'b0000001000;
  parameter wait_at_floor_2 = 10'b0000010000;
  parameter open_door_at_floor_2 = 10'b0000100000;
  parameter moving_2_to_3 = 10'b0001000000;
  parameter moving_3_to_2 = 10'b0010000000;
  parameter wait_at_floor_3 = 10'b0100000000;
  parameter open_door_at_floor_3 = 10'b1000000000;
  reg [9:0] state = wait_at_floor_1;
  reg [9:0] next = 10'd0;
  reg [3:0] count = 4'd0;
  reg [3:0] count_next = 4'd0;
  reg elevator_direction = 1'b0;
  reg elevator_direction_next = 1'b0;
  always @(posedge clk, negedge rstn) begin
    if (rstn == 1'b0) begin
      elevator_direction <= 1'b0;
    end 
    else begin
      elevator_direction <= elevator_direction_next;
    end
  end
  always @(*) begin
    elevator_direction_next <= (next[2]|next[6])? 1'b1: ((next[3]|next[7])? 1'b0: elevator_direction);
  end
  always @(posedge clk, negedge rstn) begin
    if (rstn == 1'b0) begin
      count <= 4'd0;
    end
    else begin
      count <= count_next;
    end
  end
  always @(*) begin
    if ((state==open_door_at_floor_1)|(state==open_door_at_floor_2)|(state==open_door_at_floor_3)) begin
      if (count == 4'd4) count_next <= 4'd0;
      else count_next <= count + 4'd1;
    end
    else if ((state==moving_1_to_2)|(state==moving_2_to_1)|(state==moving_2_to_3)|(state==moving_3_to_2)) begin
      if (count == 4'd9) count_next <= 4'd0;
      else count_next <= count + 4'd1;
    end 
    else count_next <= 4'd0;
  end
  always @(posedge clk, negedge rstn) begin
    if (rstn == 1'b0) begin
      state <= wait_at_floor_1;
    end else begin
      state <= next;
    end
  end
  always @(*) begin
    case (state)
      wait_at_floor_1: begin
        if (elevator_floor_1_button | floor_1_up_button) begin
          next = open_door_at_floor_1;
        end
                else if (elevator_floor_2_button|elevator_floor_3_button|floor_2_down_button|floor_2_down_button|floor_3_down_button) begin
          next = moving_1_to_2;
        end else next = wait_at_floor_1;
      end
      open_door_at_floor_1: begin
        if (count == 4'd4) next = wait_at_floor_1;
        else next = open_door_at_floor_1;
      end
      moving_1_to_2: begin
        if (count == 4'd9) begin
          if (elevator_floor_2_button | floor_2_up_button) begin
            next = open_door_at_floor_2;
          end else if (elevator_floor_3_button | floor_3_down_button) begin
            next = moving_2_to_3;
          end
        end else next = moving_1_to_2;
      end
      open_door_at_floor_2: begin
        if (count == 4'd4) next = wait_at_floor_2;
        else next = open_door_at_floor_2;
      end
      wait_at_floor_2: begin
        if (elevator_floor_2_button | floor_2_up_button | floor_2_down_button) begin
          next = open_door_at_floor_2;
        end else if ((elevator_floor_3_button | floor_3_down_button) & elevator_direction) begin
          next = moving_2_to_3;
        end else if ((elevator_floor_1_button | floor_1_up_button) & ~elevator_direction) begin
          next = moving_2_to_1;
        end else if (floor_1_up_button | elevator_floor_1_button) begin
          next = moving_2_to_1;
        end else if (floor_3_down_button | elevator_floor_3_button) begin
          next = moving_2_to_3;
        end else next = wait_at_floor_2;
      end
      moving_2_to_3: begin
        if (count == 4'd9) begin
          next = open_door_at_floor_3;
        end else next = moving_2_to_3;
      end
      open_door_at_floor_3: begin
        if (count == 4'd4) next = wait_at_floor_3;
        else next = open_door_at_floor_3;
      end
      wait_at_floor_3: begin
        if (elevator_floor_3_button | floor_3_down_button) begin
          next = open_door_at_floor_3;
        end
                else if (elevator_floor_2_button|elevator_floor_1_button|floor_2_down_button|floor_2_up_button|floor_1_up_button) begin
          next = moving_3_to_2;
        end else next = wait_at_floor_3;
      end
      moving_3_to_2: begin
        if (count == 4'd9) begin
          if (elevator_floor_2_button | floor_2_down_button) begin
            next = open_door_at_floor_2;
          end else if (elevator_floor_1_button | floor_1_up_button) begin
            next = moving_2_to_1;
          end
        end else next = moving_3_to_2;
      end
      moving_2_to_1: begin
        if (count == 4'd9) begin
          next = open_door_at_floor_1;
        end else next = moving_2_to_1;
      end
    endcase
  end
  always @(*) begin
    floor_1 = |state[2:0];
    floor_2 = |state[6:3];
    floor_3 = |state[9:7];
    elevator_door_open = state[1] | state[5] | state[9];
    floor_1_up_button_clear = state[1];
    floor_2_up_button_clear = state[5];
    floor_2_down_button_clear = state[5];
    floor_3_down_button_clear = state[9];
    elevator_floor_1_button_clear = state[1];
    elevator_floor_2_button_clear = state[5];
    elevator_floor_3_button_clear = state[9];
  end
endmodule
`timescale 1ns / 1ps
module elevator_top (input clk,
                            input rstn,
                            input floor_1_up_button_pressed,
                            input floor_2_up_button_pressed,
                            input floor_2_down_button_pressed,
                            input floor_3_down_button_pressed,
                            input elevator_floor_1_button_pressed,
                            input elevator_floor_2_button_pressed,
                            input elevator_floor_3_button_pressed,
                            output floor_1_out,
                            output floor_2_out,
                            output floor_3_out,
                            output elevator_door_open_out,
                            output floor_1_up_button_out,
                            output floor_2_up_button_out,
                            output floor_2_down_button_out,
                            output floor_3_down_button_out,
                            output elevator_floor_1_button_out,
                            output elevator_floor_2_button_out,
                            output elevator_floor_3_button_out);
    wire floor_1_up_button_clear;
    wire floor_2_up_button_clear;
    wire floor_2_down_button_clear;
    wire floor_3_down_button_clear;
    wire elevator_floor_1_button_clear;
    wire elevator_floor_2_button_clear;
    wire elevator_floor_3_button_clear;
    elevator_controller elevator_controller_inst (
    .clk                          (clk),
    .rstn                         (rstn),
    .floor_1_up_button            (floor_1_up_button_out),
    .floor_2_up_button            (floor_2_up_button_out),
    .floor_2_down_button          (floor_2_down_button_out),
    .floor_3_down_button          (floor_3_down_button_out),
    .elevator_floor_1_button      (elevator_floor_1_button_out),
    .elevator_floor_2_button      (elevator_floor_2_button_out),
    .elevator_floor_3_button      (elevator_floor_3_button_out),
    .floor_1                      (floor_1_out),
    .floor_2                      (floor_2_out),
    .floor_3                      (floor_3_out),
    .elevator_door_open           (elevator_door_open_out),
    .floor_1_up_button_clear      (floor_1_up_button_clear),
    .floor_2_up_button_clear      (floor_2_up_button_clear),
    .floor_2_down_button_clear    (floor_2_down_button_clear),
    .floor_3_down_button_clear    (floor_3_down_button_clear),
    .elevator_floor_1_button_clear(elevator_floor_1_button_clear),
    .elevator_floor_2_button_clear(elevator_floor_2_button_clear),
    .elevator_floor_3_button_clear(elevator_floor_3_button_clear)
    );
    elevator_button floor_1_up_button (
    .clk           (clk),
    .rst_n         (rstn),
    .button_pressed(floor_1_up_button_pressed),
    .clear         (floor_1_up_button_clear),
    .button_out    (floor_1_up_button_out)
    );
    elevator_button floor_2_up_button (
    .clk           (clk),
    .rst_n         (rstn),
    .button_pressed(floor_2_up_button_pressed),
    .clear         (floor_2_up_button_clear),
    .button_out    (floor_2_up_button_out)
    );
    elevator_button floor_2_down_button (
    .clk           (clk),
    .rst_n         (rstn),
    .button_pressed(floor_2_down_button_pressed),
    .clear         (floor_2_down_button_clear),
    .button_out    (floor_2_down_button_out)
    );
    elevator_button floor_3_down_button (
    .clk           (clk),
    .rst_n         (rstn),
    .button_pressed(floor_3_down_button_pressed),
    .clear         (floor_3_down_button_clear),
    .button_out    (floor_3_down_button_out)
    );
    elevator_button elevator_floor_1_button (
    .clk           (clk),
    .rst_n         (rstn),
    .button_pressed(elevator_floor_1_button_pressed),
    .clear         (elevator_floor_1_button_clear),
    .button_out    (elevator_floor_1_button_out)
    );
    elevator_button elevator_floor_2_button (
    .clk           (clk),
    .rst_n         (rstn),
    .button_pressed(elevator_floor_2_button_pressed),
    .clear         (elevator_floor_2_button_clear),
    .button_out    (elevator_floor_2_button_out)
    );
    elevator_button elevator_floor_3_button (
    .clk           (clk),
    .rst_n         (rstn),
    .button_pressed(elevator_floor_3_button_pressed),
    .clear         (elevator_floor_3_button_clear),
    .button_out    (elevator_floor_3_button_out)
    );
endmodule
```
`./config.mk`:
```
export PLATFORM = sky130hd
export DESIGN_NAME = elevator_top
export DESIGN_NICKNAME = elevator_top
export VERILOG_FILES = /design/flow/design.v
export SDC_FILE = /design/flow/constraint.sdc
export NUM_CORES = 4
export LEC_CHECK = 1
export CORE_AREA = 10 10 106 106
export DIE_AREA = 0 0 116 116
```
`./constraint.sdc`:
```
current_design elevator_top

set clk_period 2.0
set clk_io_pct 0.2

create_clock -name clk0 -period $clk_period [get_ports {clk}]

set non_clock_inputs [all_inputs -no_clocks]
set_input_delay [expr $clk_period * $clk_io_pct] -clock clk0 $non_clock_inputs
set_output_delay [expr $clk_period * $clk_io_pct] -clock clk0 [all_outputs]
```
==> run_results.csv <==
group,metric,value,unit
outcome,run_status,"completed",
die,placementRows,34,
setup_path,r2r_cells,7,
final_timing,tightest_slew,0.705,ns
flow_run,max_cap_viol_count,0,
synthesis,ys_chip_area,1520,sq um
final_timing,timing.hold.ws,0.481,ns
cts,htree_levels,1,
grt,grt_max_degree,23,
placement,place.detailed.hpwl,2890,um
detailed_routing,wl,3730,um
setup_path,cp_top_family,"flip-flops",
detailed_routing,ant_nets,0,
final_timing,min_period,1.94,ns
detailed_routing,drc,0,
synthesis,synthesis.area,1520,sq um
worst_hold_path,hold_path_class,"in -> async",
setup_path,critical_path_depth,2,
placement,io_buffers,19,
setup_path,r2r-end,"elevator_controller_inst.count[1]",
cts,ctsHoldBuffers,0,
placement,place_congestion,0.894,
finish,area_delta_synth_final,28.4,%
cts,clkLatencyLatePin,0.26,ns
placement,postPlaceCellArea,1840,sq um
setup_path,critPathBufInv,1,
grt,grt_remaining_overflow,0,
detailed_routing,first_pass_iters,4,
detailed_routing,n_antenna_cell,0,
power_and_ir_drop,power,0.00150,W
final_timing,drv_slew,0,
synthesis,yosysUniqueCellTypes,43,
setup_path,required,1.60,ns
die,num_io_pins,20,
setup_path,endpoint,"elevator_door_open_out",
synthesis,yosys-stat-cells,167,
grt,grt_usage,5.62,%
die,fp_util,17.2,%
cts,cts_root_buf,"clkbuf_8",
detailed_routing,drtIter0Drc,106,
grt,grt_antenna_before_repair,0,
setup_path,slowest_stage,"dfrtp_2",
final_timing,fmax,516,MHz
setup_path,crit_fanout,12,
setup_path,max_stage_delay,0.49,ns
cts,numCtsBuffers,3,
setup_path,crit_arrival,1.54,ns
cts,tritoncts,"done",
final_timing,layout_setup_ws,0.0620,ns
die,die_x,116,um
synthesis,ys_seq_elements,32,
finish,final_area,1960,sq um
die,die_area,13500,sq um
synthesis,syn_avg_cell_area,9.13,sq um
die,coreArea,8850,sq um
setup_path,crit_type,"reg -> out",
final_timing,final_hold_viol_count,0,
final_timing,post-route-period-util,96.9,%
final_timing,final.setup_skew,0.00115,ns
die,die_y,116,um
placement,preCtsSetupSlack,0.205,ns
power_and_ir_drop,ir_drop,0.000371,V
detailed_routing,via_per_inst,4.36,
power_and_ir_drop,p_per_area,769,nW/um^2
setup_path,reg2reg_slack,0.22,ns
final_timing,timing.slew.headroom,53.0,%
cts,path_clk_slew,0.08,ns
power_and_ir_drop,leakage,0.751,nW
grt,first_global_vias,1235,
final_timing,finalSetupTns,0,ns
final_timing,untimed_endpoints,20,
setup_path,startpoint_type,"flip-flop",
setup_path,path_cells,"or3_1 > clkdlybuf4s50_1",
flow_run,warning_count,27,
synthesis,syn_inst,167,
detailed_routing,wire_per_inst,12.5,um
detailed_routing,vias,1303,
setup_path,endpoint_kind,"primary output",
final_timing,setup_violations,0,
grt,grt_pass1_wl,6230,um
setup_path,crit_path_start,"elevator_controller_inst.state[5]",
finish,drive_above_1_share,15.2,%
setup_path,worstReg2RegStart,"elevator_controller_inst.state[1]",
synthesis,yosysWarnings,2,
cts,clock_path_buffers,2,
final_timing,unclocked_pins,10,
repair_timing:
item                                   in CTS  in global routing
gates cloned                                0                  0
resized                                     2                  4
buffers inserted                            4                  1
endpoints found under the hold margin       0                  0
setup endpoints to repair                   3                  7
routing by layer:
metal	up-vias	GRT usage (%)	wire, um
li1	640	-	-
met1	625	8.74	1880
met2	36	7.93	1580
met3	2	1.15	219
met4	0	0.917	50
met5	-	0	0
Yosys cell counts, drive strengths merged:
master | count | area share (%)
nor2 | 29 | 7.3
dfrtp | 21 | 34
dlxtn | 10 | 9.9
o21ai | 10 | 3.3
nand2 | 8 | 2.0
clkbuf | 7 | 1.7
nand3 | 6 | 2.0
nand4 | 6 | 2.5
nor2b | 6 | 2.5
nor3 | 6 | 2.0
inv | 4 | 0.98
nor4 | 4 | 4.0
or2 | 4 | 1.6
or3 | 4 | 1.6
a21oi | 3 | 0.98
a22oi | 3 | 1.5
ha | 3 | 2.5
nand2b | 3 | 1.2
nand4b | 3 | 1.7
o22ai | 3 | 1.2
xor2 | 3 | 1.7
a211o | 2 | 1.1
and3b | 2 | 1.1
nor3b | 2 | 0.98
a21boi | 1 | 0.49
a2bb2oi | 1 | 0.57
and2 | 1 | 0.41
buf | 1 | 0.74
dfstp | 1 | 1.7
nand3b | 1 | 0.49
nor4b | 1 | 0.98
nor4bb | 1 | 0.66
o211ai | 1 | 0.49
o21a | 1 | 0.49
o2bb2ai | 1 | 0.57
o311ai | 1 | 0.57
o32ai | 1 | 0.57
or4 | 1 | 0.74
xnor2 | 1 | 0.57
power by group:
| group | total (W) | leakage (nW) | switching (W) | internal, W |
|---|---|---|---|---|
| clock | 0.000409 | 0.0357 | 0.000141 | 0.000267 |
| combinational | 0.000463 | 0.383 | 0.000241 | 0.000221 |
| sequential | 0.000634 | 0.332 | 0.0000656 | 0.000568 |
worst min-delay path by stage:
stage         slack (ns)  cells past startpoint  start                           endpoint
CTS                 0.50                      2   rstn  elevator_controller_inst.count[2]
global route        0.50                      2   rstn  elevator_controller_inst.count[2]
finish              0.48                      2   rstn  elevator_controller_inst.count[2]
final cells by class:
cell class	count	area, sq um
multi-input combinational	123	769
tap	108	135
fill	965	6890
inverter	4	15.0
clock buffer	3	41.3
timing repair buffer	28	258
sequential	32	708
clock inverter	1	30.0
stage by stage:
stage,utilization (%),std cells
4_1_cts,22.0,298
6_report,22.1,299
2_1_floorplan,-,167
3_5_place_dp,20.8,290
5_1_grt,22.1,299
3_3_place_gp,20.8,290
cells by family (layout without fill, tap and decap cells):
family	after synthesis	in the layout	synth area share (%)
XOR/XNOR	4	4	2.30
AND-OR/OR-AND	28	28	11.9
AND/OR/NAND/NOR	88	88	33.8
adder cells (fa/ha/maj)	3	3	2.46
latches	10	10	9.85
flip-flops	22	22	36.2
buffers and inverters	12	36	3.45
worst register-to-register path: cells and delay by family (launching register included):
| family | cells | cell delay [ns] |
|---|---|---|
| AOI/OAI and AO/OA | 2 | 0.33 |
| buffers and inverters | 2 | 0.36 |
| DFF | 1 | 0.45 |
| and+or+nand+nor | 3 | 0.59 |
cells in the final DEF (no fill, tap or decap), types with 2 or more instances in the layout:
cell type | Yosys | layout
nand4_1 | 6 | 6
nand2b_1 | 3 | 3
nor3b_1 | 2 | 2
xor2_1 | 3 | 3
buf_4 | 0 | 9
dfrtp_2 | 0 | 5
or3_1 | 4 | 4
dfrtp_1 | 21 | 16
a21oi_1 | 3 | 3
dlxtn_1 | 10 | 10
o22ai_1 | 3 | 3
a211o_1 | 2 | 2
nand4b_1 | 3 | 3
o21ai_0 | 9 | 9
ha_1 | 3 | 3
a22oi_1 | 3 | 3
clkbuf_8 | 0 | 3
nor2b_1 | 6 | 6
inv_1 | 4 | 4
clkdlybuf4s50_1 | 0 | 19
or2_2 | 4 | 4
and3b_1 | 2 | 2
nor2_1 | 28 | 28
nor3_1 | 6 | 6
nand3_1 | 6 | 6
nor4_4 | 2 | 2
nand2_1 | 8 | 8
No activity file was given, so power comes from the tool's default toggle rates.
